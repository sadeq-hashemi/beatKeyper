<file path="/design/flow/design.v">
module full_adder_1bit (A, B, Cin, S, Cout);
input A, B, Cin;
output S, Cout;
assign S = A ^ B ^ Cin;
assign Cout = (A & B) | (B & Cin) | (A & Cin);
endmodule
module adder_16bit(A, B, sub, Sum, Ovfl);
input [15:0] A, B;
input sub;
wire [16:1] Cout;
wire [15:0] B_xor;
output [15:0] Sum;
output Ovfl;
xor (B_xor[0], B[0], sub);
xor (B_xor[1], B[1], sub);
xor (B_xor[2], B[2], sub);
xor (B_xor[3], B[3], sub);
xor (B_xor[4], B[4], sub);
xor (B_xor[5], B[5], sub);
xor (B_xor[6], B[6], sub);
xor (B_xor[7], B[7], sub);
xor (B_xor[8], B[8], sub);
xor (B_xor[9], B[9], sub);
xor (B_xor[10], B[10], sub);
xor (B_xor[11], B[11], sub);
xor (B_xor[12], B[12], sub);
xor (B_xor[13], B[13], sub);
xor (B_xor[14], B[14], sub);
full_adder_1bit FA1 (A[0],B_xor[0], sub, Sum[0], Cout[1]);
full_adder_1bit FA2 (A[1],B_xor[1], Cout[1], Sum[1], Cout[2]);
full_adder_1bit FA3 (A[2],B_xor[2], Cout[2], Sum[2], Cout[3]);
full_adder_1bit FA4 (A[3],B_xor[3], Cout[3], Sum[3], Cout[4]);
full_adder_1bit FA5 (A[4],B_xor[4], Cout[4], Sum[4], Cout[5]);
full_adder_1bit FA6 (A[5],B_xor[5], Cout[5], Sum[5], Cout[6]);
full_adder_1bit FA7 (A[6],B_xor[6], Cout[6], Sum[6], Cout[7]);
full_adder_1bit FA8 (A[7],B_xor[7], Cout[7], Sum[7], Cout[8]);
full_adder_1bit FA9 (A[8],B_xor[8], Cout[8], Sum[8], Cout[9]);
full_adder_1bit FA10 (A[9],B_xor[9], Cout[9], Sum[9], Cout[10]);
full_adder_1bit FA11 (A[10],B_xor[10], Cout[10], Sum[10], Cout[11]);
full_adder_1bit FA12 (A[11],B_xor[11], Cout[11], Sum[11], Cout[12]);
full_adder_1bit FA13 (A[12],B_xor[12], Cout[12], Sum[12], Cout[13]);
full_adder_1bit FA14 (A[13],B_xor[13], Cout[13], Sum[13], Cout[14]);
full_adder_1bit FA15 (A[14],B_xor[14], Cout[14], Sum[14], Cout[15]);
assign Ovfl = Cout[14] ^ Cout[15];
endmodule
module CAE_Adder_4bit(input[3:0] a, input[3:0] b, input cin, output[3:0] sum,
                           output p_out, output g_out);
wire [3:0] temp_sum; 
wire [3:0] p, g, c;
full_adder_1bit adder_inst0(.A(a[0]), .B(b[0]), .Cin(cin), .S(sum[0]), .Cout());
full_adder_1bit adder_inst1(.A(a[1]), .B(b[1]), .Cin(c[1]), .S(sum[1]), .Cout());
full_adder_1bit adder_inst2(.A(a[2]), .B(b[2]), .Cin(c[2]), .S(sum[2]), .Cout());
full_adder_1bit adder_inst3(.A(a[3]), .B(b[3]), .Cin(c[3]), .S(sum[3]), .Cout());
assign p[0] = a[0] | b[0];
assign p[1] = a[1] | b[1];
assign p[2] = a[2] | b[2];
assign p[3] = a[3] | b[3];
assign g[0] = a[0] & b[0];
assign g[1] = a[1] & b[1];
assign g[2] = a[2] & b[2];
assign g[3] = a[3] & b[3];
assign c[1] = g[0] | (p[0] & cin);
assign c[2] = g[1] | (p[1] & c[1]);
assign c[3] = g[2] | (p[2] & c[2]);
assign cout = g[3] | (p[3] & c[3]);
assign p_out = p[3] & p[2] & p[1] & p[0];
assign g_out = g[3] | (p[3]& g[2]) | (p[3] & p[2] & g[1] ) | (p[3] & p[2] & p[1] & g[0]); 
endmodule
module CLA_Adder(a, b, sub, cout, sum, ovfl);
input [15:0] a, b;
wire [3:0] p, g, P, G, C;
wire [15:0] b2;
input sub;
output [15:0] sum;
output cout, ovfl;
assign b2 = sub ? ~b : b; 
CAE_Adder_4bit CLA_inst1(.a(a[3:0]), .b(b2[3:0]), .cin(C[0]), .sum(sum[3:0]), .p_out(p[0]), .g_out(g[0]));
CAE_Adder_4bit CLA_inst2(.a(a[7:4]), .b(b2[7:4]), .cin(C[1]), .sum(sum[7:4]), .p_out(p[1]), .g_out(g[1]));
CAE_Adder_4bit CLA_inst3(.a(a[11:8]), .b(b2[11:8]), .cin(C[2]), .sum(sum[11:8]),  .p_out(p[2]), .g_out(g[2]));
CAE_Adder_4bit CLA_inst4(.a(a[15:12]), .b(b2[15:12]), .cin(C[3]), .sum(sum[15:12]),  .p_out(p[3]), .g_out(g[3]));
assign C[0] = sub;
assign C[1] = g[0] | (p[0] & C[0]);
assign C[2] = g[1] | (p[1] & C[1]);
assign C[3] = g[2] | (p[2] & C[2]);
assign cout = g[3] | (p[3] & C[3]);
assign ovfl = a[15]!= b2[15]? 0: 
		a[15] == sum[15] ? 0 : 1;
endmodule
</file>
<file path="/design/flow/run.sh">
#!/bin/bash
# OpenROAD 26Q1-2900-gdf79404cd8, Yosys 0.63+post, stock flow scripts
make -C /OpenROAD-flow-scripts/flow DESIGN_CONFIG=/design/flow/config.mk WORK_HOME=/design/flow/orfs finish
</file>
<file path="/design/flow/config.mk">
export PLATFORM = sky130hd
export DESIGN_NAME = CLA_Adder
export DESIGN_NICKNAME = CLA_Adder
export VERILOG_FILES = /design/flow/design.v
export SDC_FILE = /design/flow/constraint.sdc
export NUM_CORES = 4
export LEC_CHECK = 1
export CORE_AREA = 10 10 73 73
export DIE_AREA = 0 0 83 83
</file>
<file path="/design/flow/constraint.sdc">
current_design CLA_Adder

set clk_period 9.1
set clk_io_pct 0.2

create_clock -name clk0 -period $clk_period

set non_clock_inputs [all_inputs -no_clocks]
set_input_delay [expr $clk_period * $clk_io_pct] -clock clk0 $non_clock_inputs
set_output_delay [expr $clk_period * $clk_io_pct] -clock clk0 [all_outputs]
</file>
==> notes.md <==
fresh numbers from the pnr run: Post-CTS Setup Bufs=0, chip width=around 83 um, clock buf count=0, Top Ports=approximately 50, CP Class=primary input to output pin, Avg Synthesized Cell Area=just over 8 um^2, Synth area leaders=ha_1 (30%), fa_1 (17%), inv_1 (12%), Slew @ Worst Pin=between 0.3 and 0.4 ns, routed len/inst=between 10 and 15 um, die height=83 um, area post-placement=around 1800 um^2, Worst Hold Launch=a[15], f_max=around 140 MHz, post-route ant nets=0, Period minus WS final=a little over 7 ns, share of the synthesized area in the top cell type=0.303, synthesized cell area=1320 um^2, max-capacitance violation count=0, startpoint types=primary input, Tot GR Track Use=0.0742, GP Congestion=0.765, CP max FO=19, Yosys chip area=roughly 1300 um^2, Pwr per Cell Area=roughly 71 nW/um^2, Cell Type Count=24, final hold violations=0, Setup crit start=sub, Finished Core Util=0.470, Detailed Route Iter0 Violations=16, grt ovf=0, period utilization=0.796, cell mode on critical path=fa_1, Buffers on Ports=51, vias per cell=between 3 and 4, CP arrival=between 5 and 6 ns, Seq share, synth=0, HPWL after DPL=approximately 2.3 mm, Crit. End Element=output pin, vias=between 900 and 1000, Final setup viols=0, Post-Synthesis Cells=between 150 and 200, Core Region=3740 um^2, run status=complete, no violations, min-delay worst type=primary input to output pin, P&R area growth vs syn=33.2%, crit-path max cell delay=roughly 0.48 ns, global-route wire length before repair=4.57 mm, tool warnings=59, drt drc=0, Buf/Inv on CP=5, Worst Setup Slack, final=1.86 ns, CP max-delay cell=clkdlybuf4s50_1, post-route cell area=between 1500 and 2000 um^2, setup tns final=0 ns, # diodes=0, Max Slew Vio Count=0, Hold Path Depth=4, Slew headroom=0.760, DR pass1 iterations=2, flop count=0, Hold-fix buffers, CTS=0, minimum hold slack=4.72 ns, Placement Setup Slack=1.82 ns, Routed WL=between 2 and 2.5 mm, Final Non-Filler Cells=~240, # Cells Yosys=roughly 160, Yosys Warn Count=1, initial antenna violation count=0, Pleak=roughly 0.92 nW, CP Data Required Time=around 7.3 ns, total die size=just under 7000 um^2, unrepaired setup endpoints after global routing=no, Post-synth top cells=inv_1 (42), ha_1 (32), xor2_1 (18), maximum vdd ir drop=around 0.033 mV, total power draw=between 0.1 and 0.15 mW, Site Rows=22, Critical Path, Cell by Cell=clkdlybuf4s50_1 > buf_4 > xor2_1 > inv_1 > ha_1 > nor4_2 > nand2_1 > a21oi_1 > nor3_2 > fa_1 > fa_1 > inv_1 > fa_1 > xor2_1 > clkdlybuf4s50_1, fp util=0.353, cell taking the most area after synthesis=ha_1, vias in the first global route=about 1100, most common cell in the netlist=inv_1, Hold Path End=ovfl, CP top delay family=buffers and inverters, sequential cell area=0 um^2, largest net degree at the start of global routing=20, post_cts resized=0, Filler cells=approximately 360, Inst Count DP=approximately 240, share of cells above drive strength 1=0.0722
==> routing by layer <==
| layer | wire length (um) | part of all wire | track usage | vias up |
|---|---|---|---|---|
| li1 | - | - | - | 517 |
| met1 | 1160 | 0.47 | 0.104 | 403 |
| met2 | 1170 | 0.48 | 0.123 | 26 |
| met3 | 126 | 0.051 | 0.0138 | 0 |
| met4 | 0 | 0 | 0 | 0 |
| met5 | 0 | 0 | 0 | - |
==> worst min-delay path, stage by stage <==
cell	delay (ns)
clkdlybuf4s50_1	0.47
xnor2_1	0.18
nor2_1	0.04
clkdlybuf4s50_1	0.39
==> worst max path at each step <==
| stage | to | cells past startpoint | slack [ns] |
|---|---|---|---|
| finish | sum[15] | 15 | 1.86 |
| global route | ovfl | 16 | 1.52 |
| CTS | sum[15] | 15 | 1.80 |
==> power by group <==
group          switching, mW  internal (mW)
clock network              0              0
logic                 0.0463         0.0793
registers                  0              0
==> cell type report <==
type	count	area, um^2	area share
Multi-Input combinational cell	93	998	0.567
Timing Repair Buffer	52	518	0.294
Inverter	49	184	0.104
Tap cell	48	60.1	0.0341
==> cell usage in the layout, fill, tap and decap left out, drive strengths merged <==
master	count
clkdlybuf4s50	51
inv	49
ha	32
xor2	18
fa	11
a21oi	7
xnor2	4
nor2	3
nand2	3
o21ai	3
nor2b	2
nor4	2
nor3	2
a221oi	1
a21boi	1
o31ai	1
or4	1
o21bai	1
mux2	1
buf	1
==> logic make-up after synthesis <==
family	after synthesis	share of synthesized area
buffers and inverters	67	0.244
adders and majority gates	43	0.470
xor gates and xnor gates	22	0.146
AOI/OAI and AO/OA	14	0.0691
and+or+nand+nor	13	0.0625
muxes	1	0.00852
Power figures rest on the tool's default switching activity, not on a simulated workload.
