==> flow/design.v <==
module full_adder_1bit (A, B, Cin, S, Cout);
input A, B, Cin;
output S, Cout;
assign S = A ^ B ^ Cin;
assign Cout = (A & B) | (B & Cin) | (A & Cin);
endmodule
module adder_16bit(A, B, sub, Sum, Ovfl);
input [15:0] A, B;
input sub;
wire [16:1] Cout;
wire [15:0] B_xor;
output [15:0] Sum;
output Ovfl;
xor (B_xor[0], B[0], sub);
xor (B_xor[1], B[1], sub);
xor (B_xor[2], B[2], sub);
xor (B_xor[3], B[3], sub);
xor (B_xor[4], B[4], sub);
xor (B_xor[5], B[5], sub);
xor (B_xor[6], B[6], sub);
xor (B_xor[7], B[7], sub);
xor (B_xor[8], B[8], sub);
xor (B_xor[9], B[9], sub);
xor (B_xor[10], B[10], sub);
xor (B_xor[11], B[11], sub);
xor (B_xor[12], B[12], sub);
xor (B_xor[13], B[13], sub);
xor (B_xor[14], B[14], sub);
full_adder_1bit FA1 (A[0],B_xor[0], sub, Sum[0], Cout[1]);
full_adder_1bit FA2 (A[1],B_xor[1], Cout[1], Sum[1], Cout[2]);
full_adder_1bit FA3 (A[2],B_xor[2], Cout[2], Sum[2], Cout[3]);
full_adder_1bit FA4 (A[3],B_xor[3], Cout[3], Sum[3], Cout[4]);
full_adder_1bit FA5 (A[4],B_xor[4], Cout[4], Sum[4], Cout[5]);
full_adder_1bit FA6 (A[5],B_xor[5], Cout[5], Sum[5], Cout[6]);
full_adder_1bit FA7 (A[6],B_xor[6], Cout[6], Sum[6], Cout[7]);
full_adder_1bit FA8 (A[7],B_xor[7], Cout[7], Sum[7], Cout[8]);
full_adder_1bit FA9 (A[8],B_xor[8], Cout[8], Sum[8], Cout[9]);
full_adder_1bit FA10 (A[9],B_xor[9], Cout[9], Sum[9], Cout[10]);
full_adder_1bit FA11 (A[10],B_xor[10], Cout[10], Sum[10], Cout[11]);
full_adder_1bit FA12 (A[11],B_xor[11], Cout[11], Sum[11], Cout[12]);
full_adder_1bit FA13 (A[12],B_xor[12], Cout[12], Sum[12], Cout[13]);
full_adder_1bit FA14 (A[13],B_xor[13], Cout[13], Sum[13], Cout[14]);
full_adder_1bit FA15 (A[14],B_xor[14], Cout[14], Sum[14], Cout[15]);
assign Ovfl = Cout[14] ^ Cout[15];
endmodule
==> flow/run.sh <==
#!/bin/bash
# OpenROAD 26Q1-2900-gdf79404cd8, Yosys 0.63+post, stock flow scripts
make -C /OpenROAD-flow-scripts/flow DESIGN_CONFIG=/design/flow/config.mk WORK_HOME=/design/flow/orfs finish
==> flow/config.mk <==
export PLATFORM = sky130hd
export DESIGN_NAME = adder_16bit
export DESIGN_NICKNAME = adder_16bit
export VERILOG_FILES = /design/flow/design.v
export SDC_FILE = /design/flow/constraint.sdc
export NUM_CORES = 4
export LEC_CHECK = 1
export CORE_AREA = 10 10 88 88
export DIE_AREA = 0 0 98 98
==> flow/constraint.sdc <==
current_design adder_16bit

set clk_period 6.3
set clk_io_pct 0.2

create_clock -name clk0 -period $clk_period

set non_clock_inputs [all_inputs -no_clocks]
set_input_delay [expr $clk_period * $clk_io_pct] -clock clk0 $non_clock_inputs
set_output_delay [expr $clk_period * $clk_io_pct] -clock clk0 [all_outputs]
==> results_dict.tcl <==
# flow metrics
set metrics [dict create \
    fin_area_um2 1170 \
    drive_gt1_share_pct 36.0 \
    hold_viol 0 \
    top_area_cell "fa_1" \
    gp_congestion 0.787 \
    drt-met1-wl_um 755 \
    placed_area_um2 1170 \
    vias 519 \
    viasPerCell 2.79 \
    gr-total-overflow 0 \
    setup_viol 6 \
    drcViolationCount 0 \
    hpwl_um 1770 \
    area_growth_pct 70.0 \
    regArea_um2 0 \
    die_w_um 98 \
    failed_checks "setup timing" \
    grt_max_degree 14 \
    setup_slack_ns -1.65 \
    synth_cell_types 9 \
    top_cell_area_share_pct 40.7 \
    rsz0062_at_grt "yes" \
    ys_warn_count 1 \
    topRoutingLayerUsed "met3" \
    clock_buffers 0 \
    p_sw_mw 0.0447 \
    track_usage_pct 3.82 \
    drt-pass1-iter-count 2 \
    switching_share_pct 34.3 \
    critPathRequiredTime_ns 5.04 \
    hp-start "B[0]" \
    combPwrFrac_pct 100.0 \
    maxCapViolations 0 \
    p_per_area_nw_per_um2 111 \
    diodes 0 \
    ir_drop_mv 0.0467 \
    critPathLaunch "sub" \
    ys_top_cells_by_area "fa_1 (41%), buf_4 (17%), xnor2_1 (17%)" \
    synthesis.area_um2 688 \
    clockPowerShare_pct 0 \
    dr_wl_met3_um 225 \
    wl_per_cell_um 10.0 \
    drt-total-wl_um 1860 \
    outcome "finished with violations" \
    io_pins 50 \
    num_rows 28 \
    flop-count 0 \
    wl_met2_um 882 \
    start_kind "input pin" \
    die_area_um2 9600 \
    ant_nets 0 \
    crit_fanout 3 \
    first_iter_violations 1 \
    ys_area_um2 688 \
    cell_internal_pwr_mw 0.0856 \
    pre_cts_slack_ns -2.57 \
    max_freq_ghz 0.126 \
    syn_inst 77 \
    holdCritPathClass "input pin to primary output" \
    die_y_um 98 \
    synth_dominant_cell_count "inv_1" \
    grt_pass1_wl_um 3020 \
    ctsHoldBuffers 0 \
    ys_seq_share_pct 0 \
    arrival_ns 6.69 \
    tns_ns -6.11 \
    final_max_slew_viol_count 0 \
    warnings 37 \
    endpoint_kind "primary output" \
    io_buffers 47 \
    syn_area_per_cell_um2 8.94 \
    initial_core_util_pct 11.6 \
    p_leak_nw 0.517 \
    coreArea_um2 5920 \
    seqPwrFrac_pct 0 \
    post-route-min-period_ns 7.95 \
    critical_path_class "input pin to primary output" \
    yosys_cells 77 \
    top_cells_by_count "inv_1 (27), buf_4 (16), fa_1 (14)" \
    antenna_found_initial 0 \
    period_used_pct 126 \
    grt_pass1_vias 589 \
]
[stage by stage]
| stage | hold slack [ns] | util, % | instances | power, mW |
|---|---|---|---|---|
| 2_1_floorplan | 2.67 | - | 77 | 0.0851 |
| 3_3_place_gp | 3.55 | 19.8 | 185 | 0.141 |
| 3_5_place_dp | 3.57 | 19.8 | 185 | 0.142 |
| 4_1_cts | 3.14 | 19.4 | 185 | 0.133 |
| 5_1_grt | 3.19 | 19.8 | 186 | 0.151 |
| 6_report | 3.14 | 19.8 | 186 | 0.130 |
[final cells by class]
class | count | area, µm²
Fill cell | 665 | 4750
Multi-Input combinational cell | 32 | 489
Timing Repair Buffer | 52 | 485
Inverter | 27 | 101
Tap cell | 75 | 93.8
[timing repair]
| item | 4_1_cts | 5_1_grt |
|---|---|---|
| pin swaps | 16 | 15 |
| gates resized | 52 | 9 |
| setup endpoints to repair | 8 | 8 |
| setup buffers | 0 | 1 |
| gates cloned | 0 | 0 |
[worst max-delay path, cell delays in order]
cell and delay, ns:
buf_8 0.10, xor2_2 0.17, fa_2 0.22, inv_2 0.04, fa_2 0.33, fa_2 0.34
fa_2 0.35, fa_2 0.36, fa_2 0.35, fa_2 0.34, fa_2 0.36, fa_2 0.35
fa_2 0.35, fa_2 0.35, fa_2 0.35, fa_2 0.40, fa_2 0.54, inv_2 0.03
buf_2 0.10
[layout by cell type, fill, tap and decap left out, types with 2 or more instances in the layout]
master	count
inv_2	7
inv_1	20
fa_2	14
dlygate4sd2_1	2
xor2_1	2
clkdlybuf4s50_1	32
buf_6	4
xnor2_1	12
buf_4	4
buf_2	7
[path summary, 6_finish.rpt]
path                   to  cells past startpoint
setup / recovery  Sum[14]                     19
hold / removal     Sum[0]                      4
[power groups by stage]
stage	clock, mW	combinational, mW	sequential [mW]
after CTS	0	0.133	0
final	0	0.130	0
after global routing	0	0.151	0
[metal layers]
metal,track usage [%],vias up
met5,0,-
met1,4.63,236
li1,-,253
met3,1.49,0
met4,0,0
met2,6.65,30
[kinds of logic (layout without fill, tap and decap cells)]
group	count (synthesis)	after routing	synth area share [%]
adder cells (fa/ha/maj)	14	14	40.7
multiplexers	1	1	1.64
buffers and inverters	45	79	36.7
XOR/XNOR	16	16	20.4
other	1	1	0.545
Power figures rest on the tool's default switching activity, not on a simulated workload.
