File: /design/flow/config.mk
export PLATFORM = sky130hd
export DESIGN_NAME = Control
export DESIGN_NICKNAME = Control
export VERILOG_FILES = /design/flow/design.v
export SDC_FILE = /design/flow/constraint.sdc
export NUM_CORES = 4
export LEC_CHECK = 1
export CORE_AREA = 10 10 70 70
export DIE_AREA = 0 0 80 80
File: /design/flow/constraint.sdc
current_design Control

set clk_period 1.0
set clk_io_pct 0.2

create_clock -name clk0 -period $clk_period

set non_clock_inputs [all_inputs -no_clocks]
set_input_delay [expr $clk_period * $clk_io_pct] -clock clk0 $non_clock_inputs
set_output_delay [expr $clk_period * $clk_io_pct] -clock clk0 [all_outputs]
File: /design/flow/design.v
module Control(rst, select, RegDst, Branch, MemRead, MemtoReg, ALUOp, MemWrite, ALUSrc, RegWrite);
  input [3:0] select;  
  input rst;  
  output RegDst, Branch, MemRead, MemtoReg, MemWrite, ALUSrc, RegWrite;
  output [3:0] ALUOp;
  localparam ADD = 4'b0000;
  localparam SUB = 4'b0001;
  localparam RED = 4'b0010;
  localparam XOR = 4'b0011;
  localparam SLL = 4'b0100;
  localparam SRA = 4'b0101;
  localparam ROR = 4'b0110;
  localparam PADDSB = 4'b0111;
  localparam LW = 4'b1000;
  localparam SW = 4'b1001;
  localparam LHB = 4'b1010;
  localparam LLB = 4'b1011;
  localparam B = 4'b1100;
  localparam BR = 4'b1101;
  localparam PCS = 4'b1110;
  localparam HLT = 4'b1111;
  assign MemWrite = (select == SW) ? 1 : 0; 
  assign MemRead = (select == LW) ? 1 : 0; 
  assign RegWrite = (rst != 1'b1) ? 0 : (select == SW | select == B | select == BR | select == HLT) ? 0 : 1;  
  assign Branch = (select == B | select == BR) ? 1 : 0;
  assign MemtoReg = (select == LW | select == LHB | select == LLB) ? 1 : 0; 
  assign ALUSrc = (select == SLL | select == SRA | select == ROR | select == LW | select == SW ) ? 1 : 0;  
  assign ALUOp = (select == LW | select == SW) ? 4'b0000 : select[3:0];  
endmodule
File: /design/flow/run.sh
#!/bin/bash
# OpenROAD 26Q1-2900-gdf79404cd8, Yosys 0.63+post, stock flow scripts
make -C /OpenROAD-flow-scripts/flow DESIGN_CONFIG=/design/flow/config.mk WORK_HOME=/design/flow/orfs finish
==> flow_summary.json <==
{
  "start_kind": "input pin",
  "drive_gt1_share_pct": 74.36,
  "grt_pass1_vias": 211,
  "worstSetupPathType": "in2out",
  "syn_area_per_cell_um2": 6.187,
  "die_w_um": 80,
  "failed_checks": "negative setup slack",
  "syn_area_um2": 111.4,
  "ys_area_um2": 111.4,
  "leakagePower_nw": 0.1759,
  "critPathSlowestCell": "nand2b_4",
  "antenna_found_initial": 0,
  "critPathMaxFanout": 4,
  "cp-end-kind": "output pin",
  "drt_pass1_iterations": 1,
  "hold_violations": 0,
  "min_to": "MemRead",
  "globalplace.congestion": 0.7732,
  "syn_to_final_growth_pct": 234.8,
  "dieArea_um2": 6400,
  "die_h_um": 80,
  "grt_use_total_pct": 1.916,
  "drc": 0,
  "yosysSeqAreaShare_pct": 0,
  "netlist_instances": 18,
  "hold_path.class": "in2out",
  "row_count": 21,
  "fin_util_pct": 10.92,
  "vias": 198,
  "grt_setup_unrepaired": "true",
  "finalPower_uw": 123.3,
  "fmax_ghz": 0.9390,
  "setup_ws_ns": -0.06500,
  "irDropWorstVdd_mv": 0.04349,
  "yosysWarnings": 1,
  "slew_violations": 0,
  "grt_pass1_wl_mm": 1.062,
  "num-clock-buffers": 0,
  "seq_area_um2": 0,
  "hp-start": "select[0]",
  "post-route-period-util_pct": 106.5,
  "antenna_cells": 0,
  "viasPerCell": 2.329,
  "synth_cell_types": 15,
  "max_cap_viol_count": 0,
  "run_status": "finished, violations left",
  "most-common-layout-cells": "6 x buf_6, 6 x buf_4, 5 x buf_2",
  "ant_nets": 0,
  "whs_path_depth": 4,
  "grt.overflow.total": 0,
  "place_hpwl_um": 493.9,
  "totalWireLength_um": 652,
  "setup_viol": 4,
  "p_per_area_nw_per_um2": 330.6,
  "crit_arrival_ns": 0.87,
  "required_ns": 0.80,
  "drt-wirelength-per-cell_um": 7.671,
  "ctsHoldBuffers": 0,
  "crit_chain": "buf_8, nand2b_4, buf_6, and2_4, o22ai_2, buf_2",
  "grt_max_degree": 6,
  "yosys_cells": 18,
  "design.seq.count": 0,
  "initial_core_util_pct": 3.260,
  "ioPinCount": 16,
  "period_needed_ns": 1.065,
  "design.core.area_um2": 3416,
  "warning_count": 34,
  "slowest_delay_ns": 0.13,
  "drt_iter0_drc": 0,
  "port_buffers": 15
}
-- power breakdown --
group / internal [mW] / switching, mW / leakage (nW)
clock: 0 / 0 / 0
sequential: 0 / 0 / 0
combinational: 0.0828 / 0.0404 / 0.176
-- logic make-up after synthesis --
kind of cell | Yosys count | synth area share (%)
and+or+nand+nor | 8 | 42.69
AOI/OAI and AO/OA | 4 | 26.97
other | 1 | 3.368
buffers and inverters | 4 | 16.86
adders and majority gates | 1 | 10.11
-- cells in the mapped netlist, drive strengths merged --
cell type  count  area share [%]
a21boi         1              10
a21oi          1             4.5
and2           2              11
and3           1             6.7
buf            1             6.7
clkbuf         2             6.7
conb           1             3.4
inv            1             3.4
maj3           1              10
nand2b         2              11
nor2           1             3.4
nor2b          1             5.6
nor3           1             4.5
o21a           1             6.7
o22ai          1             5.6
-- worst max-delay path by stage --
stage	from	endpoint	slack (ns)	cells after the start
after CTS	select[2]	ALUSrc	-0.08	6
after global routing	select[2]	ALUSrc	-0.10	6
final	select[2]	ALUSrc	-0.07	6
-- routing by layer --
metal / track usage, % / part of all wire, %
met1: 2.505 / 46
met2: 3.050 / 39
met3: 0.7955 / 15
met4: 0 / 0
met5: 0 / 0
-- cell type report --
cell class                      count  area [um^2]
Multi-Input combinational cell     14        116.4
Timing Repair Buffer               24        195.2
Tap cell                           46        57.56
Fill cell                         396         3043
Inverter                            1        3.754
-- through the flow --
stage | cells | area [um^2] | TNS (ns) | hold slack [ns] | setup slack [ns]
after detailed placement | 82 | 349.1 | -7.017 | 1.340 | -0.8488
after global routing | 85 | 372.9 | -0.3082 | 0.7374 | -0.1024
after CTS | 84 | 379.1 | -0.1101 | 0.7146 | -0.08442
after global placement | 82 | 349.1 | -6.999 | 1.343 | -0.8307
final | 85 | 372.9 | -0.1387 | 0.7162 | -0.06500
after floorplan | 18 | 111.4 | 0 | 0.4163 | 0.1885
-- critical path: cells and delay by family --
kind                   cells  cell delay, ns
AND-OR/OR-AND              1            0.08
buffers and inverters      3            0.32
AND/OR/NAND/NOR            2            0.26
-- timing repair --
item / in CTS / in global routing
gates resized: 55 / 4
buffers inserted: 2 / 1
setup endpoints to repair: 10 / 7
pin swaps: 4 / 0
Power is estimated from default activity; no workload was simulated.
